==> flow/design.v <==
module SSD_Sequence(sequence_in, game_state, one_sec, button_move, button_next, clk, reset, sequence_out, sevseg_1, sevseg_2, sevseg_3, sevseg_4);
	input[15:0] sequence_in;
	input one_sec, button_move, button_next;
	input [7:0] game_state;
	output[6:0] sevseg_1, sevseg_2, sevseg_3, sevseg_4;
	reg[6:0] sevseg_1, sevseg_2, sevseg_3, sevseg_4;
	output reg [3:0] sequence_out;
	input clk, reset;
	parameter init = 0, show2Sec = 1, initialStart = 2, firstSeg = 3, secondSeg = 4, thirdSeg = 5, fourthSeg = 6;
	reg[2:0] state;
	reg[1:0] visabity;
	reg[1:0] wait_start;
	always@(posedge clk)
	begin
		if (reset == 0)
		begin
			sevseg_1 <= 7'b1111111;
			sevseg_2 <= 7'b1111111;
			sevseg_3 <= 7'b1111111;
			sevseg_4 <= 7'b1111111;
			visabity <= 0;
			wait_start <= 0;
			state <= init;
		end
		else
		begin
			case(state)
				init:
				begin
					sevseg_1 <= 7'b1111111;
					sevseg_2 <= 7'b1111111;
					sevseg_3 <= 7'b1111111;
					sevseg_4 <= 7'b1111111;
					visabity <= 0;
					if (game_state == 8'h10)
						if (wait_start == 3)
							state <= show2Sec;
						else
						begin
							state <= init;
							wait_start <= wait_start + 1;
						end
					else
					begin
						state <= init;
					end
				end
				show2Sec:
				begin
					if (visabity == 3)
						state <= initialStart;
					else if (one_sec == 1)
						visabity <= visabity + 1;
					case(sequence_in[3:0])
					4'b1110 : begin sevseg_1 <= 7'b1111110; end
					4'b1101 : begin sevseg_1 <= 7'b1111001; end
					4'b1011 : begin sevseg_1 <= 7'b1110111; end
					4'b0111 : begin sevseg_1 <= 7'b1001111; end
					default : begin sevseg_1 <= 7'b0100001; end
					endcase
					case(sequence_in[7:4])
					4'b1110 : begin sevseg_2 <= 7'b1111110; end
					4'b1101 : begin sevseg_2 <= 7'b1111001; end
					4'b1011 : begin sevseg_2 <= 7'b1110111; end
					4'b0111 : begin sevseg_2 <= 7'b1001111; end
					default : begin sevseg_2 <= 7'b0100001; end
					endcase
					case(sequence_in[11:8])
					4'b1110 : begin sevseg_3 <= 7'b1111110; end
					4'b1101 : begin sevseg_3 <= 7'b1111001; end
					4'b1011 : begin sevseg_3 <= 7'b1110111; end
					4'b0111 : begin sevseg_3 <= 7'b1001111; end
					default : begin sevseg_3 <= 7'b0100001; end
					endcase
					case(sequence_in[15:12])
					4'b1110 : begin sevseg_4 <= 7'b1111110; end
					4'b1101 : begin sevseg_4 <= 7'b1111001; end
					4'b1011 : begin sevseg_4 <= 7'b1110111; end
					4'b0111 : begin sevseg_4 <= 7'b1001111; end
					default : begin sevseg_4 <= 7'b0100001; end
					endcase
				end
				initialStart:
				begin
					sevseg_1 <= 7'b1111110;
					sevseg_2 <= 7'b1111110;
					sevseg_3 <= 7'b1111110;
					sevseg_4 <= 7'b1111110;
					sequence_out <= 4'b1110;
					visabity <= 0;
					wait_start <= 0;
					state <= firstSeg;
				end
				firstSeg:
				begin
					if (button_next == 1)
						state <= secondSeg;
					else if (button_move == 1)
					begin
						case(sevseg_4)
							7'b1111110 : begin sevseg_4 = 7'b1111001; sequence_out = 4'b1101; end
							7'b1111001 : begin sevseg_4 = 7'b1110111; sequence_out = 4'b1011; end
							7'b1110111 : begin sevseg_4 = 7'b1001111; sequence_out = 4'b0111; end
							7'b1001111 : begin sevseg_4 = 7'b1111110; sequence_out = 4'b1110; end
							default : begin sevseg_4 = 7'b0100001; end
						endcase
						state <= firstSeg;
					end
					else
						state <= firstSeg;
				end
				secondSeg:
				begin
					if (button_next == 1)
						state <= thirdSeg;
					else if (button_move == 1)
					begin
						case(sevseg_3)
							7'b1111110 : begin sevseg_3 = 7'b1111001; sequence_out = 4'b1101; end
							7'b1111001 : begin sevseg_3 = 7'b1110111; sequence_out = 4'b1011; end
							7'b1110111 : begin sevseg_3 = 7'b1001111; sequence_out = 4'b0111; end
							7'b1001111 : begin sevseg_3 = 7'b1111110; sequence_out = 4'b1110; end
							default : begin sevseg_3 = 7'b0100001; end
						endcase
						state <= secondSeg;
					end
					else
						state <= secondSeg;
				end
				thirdSeg:
				begin
					if (button_next == 1)
						state <= fourthSeg;
					else if (button_move == 1)
					begin
						case(sevseg_2)
							7'b1111110 : begin sevseg_2 = 7'b1111001; sequence_out = 4'b1101; end
							7'b1111001 : begin sevseg_2 = 7'b1110111; sequence_out = 4'b1011; end
							7'b1110111 : begin sevseg_2 = 7'b1001111; sequence_out = 4'b0111; end
							7'b1001111 : begin sevseg_2 = 7'b1111110; sequence_out = 4'b1110; end
							default : begin sevseg_2 = 7'b0100001; end
						endcase
						state <= thirdSeg;
					end
					else
						state <= thirdSeg;
				end
				fourthSeg:
				begin
					if (button_next == 1)
						state <= init;
					else if (button_move == 1)
					begin
						case(sevseg_1)
							7'b1111110 : begin sevseg_1 = 7'b1111001; sequence_out = 4'b1101; end
							7'b1111001 : begin sevseg_1 = 7'b1110111; sequence_out = 4'b1011; end
							7'b1110111 : begin sevseg_1 = 7'b1001111; sequence_out = 4'b0111; end
							7'b1001111 : begin sevseg_1 = 7'b1111110; sequence_out = 4'b1110; end
							default : begin sevseg_1 = 7'b0100001; end
						endcase
						state <= fourthSeg;
					end
					else
						state <= fourthSeg;
				end
			endcase
		end
	end
endmodule
==> flow/run.sh <==
#!/bin/bash
# OpenROAD 26Q1-2900-gdf79404cd8, Yosys 0.63+post, stock flow scripts
make -C /OpenROAD-flow-scripts/flow DESIGN_CONFIG=/design/flow/config.mk WORK_HOME=/design/flow/orfs finish
==> flow/config.mk <==
export PLATFORM = sky130hd
export DESIGN_NAME = SSD_Sequence
export DESIGN_NICKNAME = SSD_Sequence
export VERILOG_FILES = /design/flow/design.v
export SDC_FILE = /design/flow/constraint.sdc
export NUM_CORES = 4
export LEC_CHECK = 1
export CORE_UTILIZATION = 30
==> flow/constraint.sdc <==
current_design SSD_Sequence

set clk_period 3.0
set clk_io_pct 0.2

create_clock -name clk0 -period $clk_period [get_ports {clk}]

set non_clock_inputs [all_inputs -no_clocks]
set_input_delay [expr $clk_period * $clk_io_pct] -clock clk0 $non_clock_inputs
set_output_delay [expr $clk_period * $clk_io_pct] -clock clk0 [all_outputs]
==> deck_impl_summary.md <==
Physical Implementation Snapshot

Timing
  • Fin. Hold Viols: 0
  • Final Setup Violations: 0
  • Final Max Slew Viols: 0
  • Crit path time final: 2270 ps
  • Fin worst setup slack: around 730 ps
  • Max Freq: between 400 and 500 MHz
  • Setup TNS: 0 ps
  • RSZ-0062 raised after global routing: false
  • Final worst-path cycle share: 75.8%
  • Max-slew headroom: 50.7%
  • Worst-Margin Slew: 730 ps
  • Layout Skew: 3.93 ps

Synth
  • Post-synth regs: 39
  • Most common library cells after synthesis: nand2_1 (42), dfxtp_1 (35), a21oi_1 (32), nor2_1 (30), clkbuf_1 (27)
  • Yosys Chip Area: 2890 sq um
  • Synth Cell Area: 2890 sq um
  • Ys async rst share: 0%
  • Yosys top cell by instances: nand2_1
  • Post-synth seq share: between 20% and 30%
  • Top cells, area: dfxtp_1 (24%), a21oi_1 (5.5%), nand2_1 (5.5%)
  • Gate Count Post-Synth: 380
  • Distinct cell type count after synthesis: roughly 66
  • Area leader, netlist: dfxtp_1
  • Synth Flop Type: dfxtp_1
  • Area share, top type: 24.3%
  • Yosys warning total: 1
  • # Cells Yosys: 380
  • Post-synth EDFFs: 4
  • Synthesized area per cell: 7.60 sq um

Route
  • Wire length on met1: 3840 um
  • Top Metal Used: met4
  • WL final: 7480 um
  • Remaining DRCs: 0
  • Routed met2 length: 3320 um
  • Vias/cell: 5.31
  • Final ANT Viol Nets: 0
  • N_diodes: 0
  • WL/cell: 13.7 um
  • Initial drt markers: 191
  • Metal3 WL: 295 um
  • Drt first pass iters: 4
  • Detailed-route via count: between 2,000 and 3,000

Placement
  • Pre-CTS setup slack: 412 ps
  • PortBufs: 60
  • Dpl hpwl: roughly 5600 um
  • Placer Congestion: approximately 0.85

Final layout
  • Comb gate area: between 1500 and 2000 sq um
  • Area occupied by registers: slightly above 800 sq um
  • # fillers: 986
  • Layout area overhead: 24.9%
  • Layout cells sized above 1: 4.57%

Pwr
  • VDD IR-drop max: 158 uV
  • Total power: 1.03 mW
  • Leak Pwr: 1.29 nW
  • Pwr/cell area: 286 nW/um^2

Setup path
  • Sequence of cells on the critical path: clkdlybuf4s50_1 > nand2b_4 > mux2_4 > a2111oi_4 > o21ai_2 > o32a_1
  • CP Data Required Time: 3180 ps
  • CP Buf/Inv Count: 1
  • Arrival time worst endpoint: ~2500 ps
  • Crit path launch type: primary input
  • Critical path class: primary input to flip-flop
  • Worst Setup End Kind: flip-flop
  • Crit Path Max Fanout: 10
  • Highest-delay cell along the critical path: clkdlybuf4s50_1
  • Largest stage delay on the critical path: 570 ps
  • CP top delay family: AND-OR/OR-AND gates

Run status
  • Status: finished clean

Flow run
  • Tool warning count: 25
  • Max-cap violations: 0

Floorplan
  • Core Util at FP: 31.1%
  • Std cell rows: 35
  • Core Region: between 9000 and 10,000 sq um
  • Die H: 100 um
  • Width of the die: 100 um
  • Die ar.: approximately 10,000 sq um
  • Ports: between 60 and 70

Clock tree
  • CTS resizes: 0
  • Clock transition at path regs: 80 ps
  • Clock sink count: 39
  • CTS tree: done
  • Worst-case clock buffer depth: 2
  • CTS Buf Count: 5
  • Postcts setup bufs: 0
  • Clk latency of the worst-skew pair: ~290 ps
  • CTS Root Cell: clkbuf_8
  • H-Tree Depth: 2
  • Hold Buf Count CTS: 0

Global routing
  • Global route overflow: 0
  • Initial antenna violation count: 0
  • First-pass GRT wire length: 12,400 um
  • Gr usage total: between 10% and 20%
  • Vias in the first global route: approximately 2,600
  • Largest net degree at the start of global routing: 24

Hold path
  • Hold WC Path Type: flip-flop to flip-flop
cell type report:
class | count | share of cell area, %
Clock buffer | 8 | 2.78
Inverter | 10 | 1.04
Multi-Input combinational cell | 297 | 51.9
Sequential cell | 39 | 22.8
Tap cell | 129 | 4.48
Timing Repair Buffer | 62 | 17.1
metal layers:
metal	global-route usage (%)	up-vias
met2	23.3	68
met4	1.00	0
li1	-	1472
met5	0	-
met1	24.4	1351
met3	2.12	5
state kept, by name, summed over array words and instances (netlist names):
| name | count |
|---|---|
| sevseg_2 | 6 |
| wait_start | 2 |
| visabity | 2 |
| sequence_out | 4 |
| state | 7 |
| sevseg_4 | 6 |
| sevseg_3 | 6 |
| sevseg_1 | 6 |
final timing paths:
check        depth (start not counted)     startpoint              end  slack (ps)
min reg2reg                          2  wait_start[1]    wait_start[1]         460
min                                  2  wait_start[1]    wait_start[1]         460
max                                  6    button_next      sevseg_3[5]         730
max reg2reg                          5    sevseg_1[2]  sequence_out[2]         730
report_power, final:
group | leakage (nW) | switching (mW) | total, mW | internal, mW
sequential | 0.317 | 0.0000382 | 0.524 | 0.524
clock | 0.0515 | 0.191 | 0.401 | 0.210
combinational | 0.917 | 0.0498 | 0.104 | 0.0541
total | 1.29 | 0.241 | 1.03 | 0.789
cell families (layout without fill, tap and decap cells):
family                   after synthesis  after routing  share of synthesized area, %
AND-OR/OR-AND                        117            117                          27.5
XOR/XNOR                              14             14                          4.25
adder cells (fa/ha/maj)                2              2                         0.867
buffers and inverters                 44             80                          6.81
flip-flops                            39             39                          28.4
multiplexers                          12             12                          4.33
AND/OR/NAND/NOR                      152            152                          27.8
metrics by stage:
stage / area, sq um / utilization, % / hold slack [ps] / std cells
after floorplan: 2890 / - / 436 / 380
after global placement: 3500 / 37.7 / 443 / 537
after detailed placement: 3500 / 37.7 / 454 / 537
after CTS: 3600 / 38.8 / 465 / 545
after global routing: 3600 / 38.8 / 487 / 545
final: 3600 / 38.8 / 461 / 545
placed cells by master, fill, tap and decap left out, types with 4 or more instances in the layout:
cell type and count:
nand3_1 17, o21ai_0 24, nand2b_1 8, a31oi_1 8, xor2_1 5, a21oi_1 32
nand4b_1 8, nor2_1 30, clkbuf_8 7, a211oi_1 5, nand4_1 6, nand2_1 42
xnor2_1 9, o31ai_1 4, inv_1 10, nor3_1 10, dfxtp_1 35, mux2i_1 11
and3_1 4, clkdlybuf4s50_1 60, o22a_1 5, edfxtp_1 4
worst min-delay path: stages, from the launching register on:
cell	delay, ps
dfxtp_1	320
nand2_1	50
a21oi_1	50
Power is estimated from default activity; no workload was simulated.
