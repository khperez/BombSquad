===== flow/config.mk =====
export PLATFORM = sky130hd
export DESIGN_NAME = SequenceVerifier
export DESIGN_NICKNAME = SequenceVerifier
export VERILOG_FILES = /design/flow/design.v
export SDC_FILE = /design/flow/constraint.sdc
export NUM_CORES = 4
export LEC_CHECK = 1
export CORE_UTILIZATION = 30

===== flow/constraint.sdc =====
current_design SequenceVerifier

set clk_period 4.5
set clk_io_pct 0.2

create_clock -name clk0 -period $clk_period [get_ports {clk}]

set non_clock_inputs [all_inputs -no_clocks]
set_input_delay [expr $clk_period * $clk_io_pct] -clock clk0 $non_clock_inputs
set_output_delay [expr $clk_period * $clk_io_pct] -clock clk0 [all_outputs]

===== flow/design.v =====
module SequenceVerifier(game_state, seq_key, valid_key, seq_input, verify, clk, rst, result);
    input [7:0] game_state;
    input [15:0] seq_key;
    input [3:0] seq_input;
    input valid_key, verify;
    input clk, rst;
    output reg [1:0] result;
    reg [2:0] level_stage;
    reg [3:0] stage1reg = 0,
              stage1_target = 0,
              stage2reg = 0,
              stage2_target = 0,
              stage3reg = 0,
              stage3_target = 0;
    reg [2:0] stage_counter = 0;
    parameter stage0 = 3'b000,
              stage1 = 3'b001, stage2 = 3'b010,
              stage3 = 3'b011, final_stage = 3'b100,
              stage_fail = 3'b101, level_success = 3'b110;
    always @(posedge clk)
        begin
            if (rst == 0)
                begin
                    level_stage <= stage0;
                    result <= 2'b11;
                    stage1reg <= 0;
                    stage2reg <= 0;
                    stage3reg <= 0;
                    stage1_target <= 0;
                    stage2_target <= 0;
                    stage3_target <= 0;
                    stage_counter <= 0;
                end
            else
                begin
                    case (level_stage)
                        stage0: begin
                                    if (game_state == 8'h10)
                                        begin
                                            level_stage <= stage1;
                                            result <= 2'b11;
                                            stage1reg <= 0;
                                            stage2reg <= 0;
                                            stage3reg <= 0;
                                            stage1_target <= 0;
                                            stage2_target <= 0;
                                            stage3_target <= 0;
                                            stage_counter <= 0;
                                        end
                                    else
                                        begin
                                            level_stage <= stage0;
                                            result <= 2'b00;
                                            stage1reg <= 0;
                                            stage2reg <= 0;
                                            stage3reg <= 0;
                                            stage1_target <= 0;
                                            stage2_target <= 0;
                                            stage3_target <= 0;
                                            stage_counter <= 0;
                                        end
                                end
                        stage1: begin
                                    if (valid_key == 1)
                                        begin
                                            stage1reg <= seq_key[11:8];
                                        end
                                    else if (valid_key == 0)
                                        begin
                                            stage1reg <= stage1reg;
                                        end
                                    if (stage1reg == 4'hE && stage_counter <= 4)
                                        begin
                                            stage1_target <= 4'hB;
                                            if (seq_input == stage1_target && verify == 1)
                                                begin
                                                    if (stage_counter < 3)
                                                        begin
                                                            level_stage <= stage1;
                                                            stage_counter <= stage_counter + 1;
                                                            result <= 2'b00;
                                                        end
                                                    else
                                                        begin
                                                            level_stage <= stage2;
                                                            result <= 2'b11;
                                                            stage_counter <= 0;
                                                        end
                                                end
                                            else if (seq_input != stage1_target && verify == 1)
                                                begin
                                                    result <= 2'b10;
                                                    level_stage <= stage_fail;
                                                end
                                            else
                                                begin
                                                    result <= 2'b00;
                                                    level_stage <= stage1;
                                                end
                                        end
                                    else if (stage1reg == 4'hD && stage_counter <= 4)
                                        begin
                                            stage1_target <= 4'h7;
                                            if (seq_input == stage1_target && verify == 1)
                                                begin
                                                    if (stage_counter < 3)
                                                        begin
                                                            level_stage <= stage1;
                                                            stage_counter <= stage_counter + 1;
                                                            result <= 2'b00;
                                                        end
                                                    else
                                                        begin
                                                            level_stage <= stage2;
                                                            result <= 2'b11;
                                                            stage_counter <= 0;
                                                        end
                                                end
                                            else if (seq_input != stage1_target && verify == 1)
                                                begin
                                                    result <= 2'b10;
                                                    level_stage <= stage_fail;
                                                end
                                            else
                                                begin
                                                    result <= 2'b00;
                                                    level_stage <= stage1;
                                                end
                                        end
                                    else if (stage1reg == 4'hB && stage_counter <= 4)
                                        begin
                                            stage1_target <= 4'hE;
                                            if (seq_input == stage1_target && verify == 1)
                                                begin
                                                    if (stage_counter < 3)
                                                        begin
                                                            level_stage <= stage1;
                                                            stage_counter <= stage_counter + 1;
                                                            result <= 2'b00;
                                                        end
                                                    else
                                                        begin
                                                            level_stage <= stage2;
                                                            result <= 2'b11;
                                                            stage_counter <= 0;
                                                        end
                                                end
                                            else if (seq_input != stage1_target && verify == 1)
                                                begin
                                                    result <= 2'b10;
                                                    level_stage <= stage_fail;
                                                end
                                            else
                                                begin
                                                    result <= 2'b00;
                                                    level_stage <= stage1;
                                                end
                                        end
                                    else if (stage1reg == 4'h7 && stage_counter <= 4)
                                        begin
                                            stage1_target <= 4'hD;
                                            if (seq_input == stage1_target && verify == 1)
                                                begin
                                                    if (stage_counter < 3)
                                                        begin
                                                            level_stage <= stage1;
                                                            stage_counter <= stage_counter + 1;
                                                            result <= 2'b00;
                                                        end
                                                    else
                                                        begin
                                                            level_stage <= stage2;
                                                            result <= 2'b11;
                                                            stage_counter <= 0;
                                                    end
                                                end
                                            else if (seq_input != stage1_target && verify == 1)
                                                begin
                                                    result <= 2'b10;
                                                    level_stage <= stage_fail;
                                                end
                                            else
                                                begin
                                                    result <= 2'b00;
                                                    level_stage <= stage1;
                                                end
                                        end
                                end
                        stage2: begin
                                    if (valid_key == 1)
                                        begin
                                            stage2reg <= seq_key[3:0];
                                        end
                                    else if (valid_key == 0)
                                        begin
                                            stage2reg <= stage2reg;
                                        end
                                    if (stage2reg == 4'hE)
                                        begin
                                            stage2_target <= seq_key[15:12];
                                            if (seq_input == stage2_target && verify == 1)
                                                begin
                                                    if (stage_counter < 3)
                                                        begin
                                                            level_stage <= stage2;
                                                            stage_counter <= stage_counter + 1;
                                                            result <= 2'b00;
                                                        end
                                                    else
                                                        begin
                                                            level_stage <= stage3;
                                                            result <= 2'b11;
                                                            stage_counter <= 0;
                                                        end
                                                end
                                            else if (seq_input != stage2_target && verify == 1)
                                                begin
                                                    result <= 2'b10;
                                                    level_stage <= stage_fail;
                                                end
                                            else
                                                begin
                                                    result <= 2'b00;
                                                    level_stage <= stage2;
                                                end
                                        end
                                    else if (stage2reg == 4'hD)
                                        begin
                                            stage2_target <= seq_key[11:8];
                                            if (seq_input == stage2_target && verify == 1)
                                                begin
                                                    if (stage_counter < 3)
                                                        begin
                                                            level_stage <= stage2;
                                                            stage_counter <= stage_counter + 1;
                                                            result <= 2'b00;
                                                        end
                                                    else
                                                        begin
                                                            level_stage <= stage3;
                                                            result <= 2'b11;
                                                            stage_counter <= 0;
                                                        end
                                                end
                                            else if (seq_input != stage2_target && verify == 1)
                                                begin
                                                    result <= 2'b10;
                                                    level_stage <= stage_fail;
                                                end
                                            else
                                                begin
                                                    result <= 2'b00;
                                                    level_stage <= stage2;
                                                end
                                        end
                                    else if (stage2reg == 4'hB)
                                        begin
                                            stage2_target <= seq_key[7:4];
                                            if (seq_input == stage2_target && verify == 1)
                                                begin
                                                    if (stage_counter < 3)
                                                        begin
                                                            level_stage <= stage2;
                                                            stage_counter <= stage_counter + 1;
                                                            result <= 2'b00;
                                                        end
                                                    else
                                                        begin
                                                            level_stage <= stage3;
                                                            result <= 2'b11;
                                                            stage_counter <= 0;
                                                        end
                                                end
                                            else if (seq_input != stage2_target && verify == 1)
                                                begin
                                                    result <= 2'b10;
                                                    level_stage <= stage_fail;
                                                end
                                            else
                                                begin
                                                    result <= 2'b00;
                                                    level_stage <= stage2;
                                                end
                                        end
                                    else if (stage2reg == 4'h7)
                                        begin
                                            stage2_target <= seq_key[15:12];
                                            if (seq_input == stage2_target && verify == 1)
                                                begin
                                                    if (stage_counter < 3)
                                                        begin
                                                            level_stage <= stage2;
                                                            stage_counter <= stage_counter + 1;
                                                            result <= 2'b00;
                                                        end
                                                    else
                                                        begin
                                                            level_stage <= stage3;
                                                            result <= 2'b11;
                                                            stage_counter <= 0;
                                                        end
                                                end
                                            else if (seq_input != stage2_target && verify == 1)
                                                begin
                                                    result <= 2'b10;
                                                    level_stage <= stage_fail;
                                                end
                                            else
                                                begin
                                                    result <= 2'b10;
                                                    level_stage <= stage2;
                                                end
                                        end
                                end
                        stage3: begin
                                    if (valid_key == 1)
                                        begin
                                            stage3reg <= seq_key[15:12];
                                        end
                                    else if (valid_key == 0)
                                        begin
                                            stage3reg <= stage3reg;
                                        end
                                    if (stage3reg == 4'hE)
                                        begin
                                            case (stage_counter)
                                                2'b00: begin
                                                            stage3_target <= seq_key[3:0];
                                                       end
                                                2'b01: begin
                                                            stage3_target <= seq_key[7:4];
                                                       end
                                                2'b10: begin
                                                            stage3_target <= seq_key[11:8];
                                                       end
                                                2'b11: begin
                                                            stage3_target <= seq_key[15:12];
                                                       end
                                            endcase
                                            if (seq_input == stage3_target && verify == 1)
                                                begin
                                                    if (stage_counter < 3)
                                                        begin
                                                            level_stage <= stage3;
                                                            stage_counter <= stage_counter + 1;
                                                            result <= 2'b00;
                                                        end
                                                    else
                                                        begin
                                                            level_stage <= level_success;
                                                            result <= 2'b01;
                                                            stage_counter <= 0;
                                                        end
                                                end
                                            else if (seq_input != stage3_target && verify == 1)
                                                begin
                                                    result <= 2'b10;
                                                    level_stage <= stage_fail;
                                                end
                                            else
                                                begin
                                                    result <= 2'b00;
                                                    level_stage <= stage3;
                                                end
                                        end
                                    else if (stage3reg == 4'hD)
                                        begin
                                            case (stage_counter)
                                                2'b00: begin
                                                            stage3_target <= seq_key[15:12];
                                                       end
                                                2'b01: begin
                                                            stage3_target <= seq_key[11:8];
                                                       end
                                                2'b10: begin
                                                            stage3_target <= seq_key[7:4];
                                                       end
                                                2'b11: begin
                                                            stage3_target <= seq_key[3:0];
                                                       end
                                            endcase
                                            if (seq_input == stage3_target && verify == 1)
                                                begin
                                                    if (stage_counter < 3)
                                                        begin
                                                            level_stage <= stage3;
                                                            stage_counter <= stage_counter + 1;
                                                            result <= 2'b00;
                                                        end
                                                    else
                                                        begin
                                                            level_stage <= level_success;
                                                            result <= 2'b01;
                                                            stage_counter <= 0;
                                                        end
                                                end
                                            else if (seq_input != stage3_target && verify == 1)
                                                begin
                                                    result <= 2'b10;
                                                    level_stage <= stage_fail;
                                                end
                                            else
                                                begin
                                                    result <= 2'b00;
                                                    level_stage <= stage3;
                                                end
                                        end
                                        else if (stage3reg == 4'hB)
                                            begin
                                                case (stage_counter)
                                                    2'b00: begin
                                                                stage3_target <= seq_key[3:0];
                                                           end
                                                    2'b01: begin
                                                                stage3_target <= seq_key[15:12];
                                                           end
                                                    2'b10: begin
                                                                stage3_target <= seq_key[11:8];
                                                           end
                                                    2'b11: begin
                                                                stage3_target <= seq_key[7:4];
                                                           end
                                                endcase
                                                if (seq_input == stage3_target && verify == 1)
                                                    begin
                                                        if (stage_counter < 3)
                                                            begin
                                                                level_stage <= stage3;
                                                                stage_counter <= stage_counter + 1;
                                                                result <= 2'b00;
                                                            end
                                                        else
                                                            begin
                                                                level_stage <= level_success;
                                                                result <= 2'b01;
                                                                stage_counter <= 0;
                                                            end
                                                    end
                                                else if (seq_input != stage3_target && verify == 1)
                                                    begin
                                                        result <= 2'b10;
                                                        level_stage <= stage_fail;
                                                    end
                                                else
                                                    begin
                                                        result <= 2'b00;
                                                        level_stage <= stage3;
                                                    end
                                            end
                                        else if (stage3reg == 4'h7)
                                            begin
                                                case (stage_counter)
                                                    2'b00: begin
                                                                stage3_target <= seq_key[11:8];
                                                           end
                                                    2'b01: begin
                                                                stage3_target <= seq_key[7:4];
                                                           end
                                                    2'b10: begin
                                                                stage3_target <= seq_key[3:0];
                                                           end
                                                    2'b11: begin
                                                                stage3_target <= seq_key[15:12];
                                                           end
                                                endcase
                                                if (seq_input == stage3_target && verify == 1)
                                                    begin
                                                        if (stage_counter < 3)
                                                            begin
                                                                level_stage <= stage3;
                                                                stage_counter <= stage_counter + 1;
                                                                result <= 2'b00;
                                                            end
                                                        else
                                                            begin
                                                                level_stage <= level_success;
                                                                result <= 2'b01;
                                                                stage_counter <= 0;
                                                            end
                                                    end
                                                else if (seq_input != stage3_target && verify == 1)
                                                    begin
                                                        result <= 2'b10;
                                                        level_stage <= stage_fail;
                                                    end
                                                else
                                                    begin
                                                        result <= 2'b00;
                                                        level_stage <= stage3;
                                                    end
                                            end
                                end
                        level_success: begin
                                            if (game_state == 8'h00)
                                                begin
                                                    level_stage <= stage0;
                                                    result <= 2'b00;
                                                end
                                            else if (game_state == 8'h10)
                                                begin
                                                    level_stage <= stage0;
                                                    result <= 2'b00;
                                                end
                                            else if (game_state == 8'h20)
                                                begin
                                                    level_stage <= level_success;
                                                    result <= 2'b01;
                                                end
                                       end
                        stage_fail: begin
                                        if (game_state == 8'h00)
                                            begin
                                                level_stage <= stage0;
                                                result <= 2'b00;
                                            end
                                        else if (game_state == 8'h10)
                                            begin
                                                level_stage <= stage0;
                                                result <= 2'b00;
                                            end
                                        else if (game_state == 8'h20)
                                            begin
                                                level_stage <= stage_fail;
                                                result <= 2'b10;
                                            end
                                    end
                    endcase
                end
        end
endmodule

===== flow/run.sh =====
#!/bin/bash
# OpenROAD 26Q1-2900-gdf79404cd8, Yosys 0.63+post, stock flow scripts
make -C /OpenROAD-flow-scripts/flow DESIGN_CONFIG=/design/flow/config.mk WORK_HOME=/design/flow/orfs finish

==> impl_metrics.tcl <==
# implementation run metrics
set metrics [dict create \
    finalClockSkew_ps 7.811 \
    drtPass1Iterations 5 \
    synth.cellmix.simpleShare 0.2536 \
    p_int_mw 0.4869 \
    synth.distinct_cells 54 \
    rsz0062_at_grt "false" \
    die_w_microns 94.04 \
    hold_viol 0 \
    clock_latency_ps 290 \
    crit_path_start_kind "input port" \
    synth-edff-count 0 \
    peakVddDrop_mv 0.1040 \
    num_io_pins 34 \
    synthFlopType "dfxtp_1" \
    postSynthSeqShare 0.2757 \
    clock-sinks 35 \
    ys_warn_count 1 \
    post-cts-setup-buffers 0 \
    cts.hold.buffers_added 0 \
    cts_buffers 5 \
    ys_sh_mux 0.04037 \
    n_antenna_cell 0 \
    track_usage 0.1782 \
    grt_pass1_vias 2433 \
    drc_errors 0 \
    wl_microns 7242 \
    whs_ps 478.5 \
    powerDensity_mw_per_mm2 211.2 \
    nFillCells 828 \
    adder_share 0.02462 \
    ys.flops 35 \
    hold_path_class "register to register" \
    grt_max_degree 23 \
    synthArstFlopShare 0 \
    setup_violations 0 \
    dp_hpwl_microns 5590 \
    syn_area_sq_mm 0.002541 \
    row_count 33 \
    ys_sh_aoi 0.2895 \
    ys_area_sq_mm 0.002541 \
    die_height_microns 94.04 \
    relSlewSlack 0.5107 \
    layout.cells.most_common "nand2_1" \
    final_cell_mix "45 x nand2_1, 36 x nor2_1, 35 x dfxtp_1" \
    crit_arrival_ps 2870 \
    worstPathRequired_ps 4680 \
    setup_tns_ps 0 \
    worstSetupPathType "input port to register" \
    synth-xor-area-share 0.06499 \
    worstMarginPinSlew_ps 727.3 \
    cts_tree "yes" \
    yosys_cells 337 \
    place_inst 457 \
    syn_avg_cell_area_sq_um 7.541 \
    fin_area_sq_mm 0.003025 \
    placed_cell_area_sq_mm 0.002922 \
    p_seq_frac 0.489 \
    fin_crit_ps 2691 \
    clockRootBuffer "clkbuf_8" \
    top_logic_kind "AND-OR/OR-AND gates" \
    portBuffers 33 \
    initialDrtViolationCount 216 \
    finalCritPeriodShare 0.5980 \
    syn_to_final_growth_pct 19.05 \
    gp_congestion 0.8847 \
    antenna_found_initial 0 \
    fp_util 0.3093 \
    coreArea_sq_mm 0.008217 \
    combinationalPowerShare 0.116 \
    avgViaCountPerCell 5.591 \
    dieArea_sq_mm 0.008843 \
    cts_buffer_depth 2 \
    fmax_ghz 0.3716 \
    grt_first_pass_wirelength_microns 12250 \
    htreeDepth 2 \
    drv_slew 0 \
    drive_gt1_frac 0.05000 \
    finalNonFillerCells 465 \
    power_switching_mw 0.1520 \
    tool_warnings 28 \
    ant_nets 0 \
    cap_violations 0 \
    run_status "complete, no violations" \
    cts_resized 0 \
    path_clk_slew_ps 70 \
    grt_remaining_overflow 0 \
    num_vias 2600 \
    wl_per_cell_microns 15.57 \
    crit_fanout 4 \
    p_sw_frac 0.2380 \
    p_leak_nw 0.9910 \
    syn-instance-count 337 \
    p_clk_frac 0.395 \
    cp-end-kind "register" \
]
## cell families after synthesis
family | after synthesis
DFF | 35
AOI/OAI and AO/OA | 107
adders and majority gates | 5
buffers and inverters | 30
and+or+nand+nor | 132
xor gates and xnor gates | 18
muxes | 10
## Yosys cell counts, types with 8 or more instances
library cell / n / area share
nand3_1: 12 / 0.024
o21ai_0: 12 / 0.024
a22oi_1: 15 / 0.044
nand4_1: 9 / 0.022
nand2_1: 45 / 0.066
a21oi_1: 31 / 0.061
inv_1: 10 / 0.015
clkbuf_1: 12 / 0.018
nor2_1: 36 / 0.053
o211ai_1: 9 / 0.027
a32oi_1: 15 / 0.052
dfxtp_1: 35 / 0.28
mux2i_1: 8 / 0.032
xor2_1: 11 / 0.038
## final timing paths
| check | startpoint | end | slack [ps] | depth (start not counted) |
|---|---|---|---|---|
| setup / recovery | seq_input[1] | stage_counter[2] | 1810 | 7 |
| hold / removal | result[0] | result[0] | 480 | 2 |
| setup reg to reg | stage_counter[0] | stage3_target[3] | 2000 | 8 |
| hold reg to reg | result[0] | result[0] | 480 | 2 |
## stage by stage
step	utilization	setup WS [ps]	total power [mW]
6_report	0.3682	1809	0.6389
5_1_grt	0.3682	1543	0.6692
4_1_cts	0.3682	1802	0.6466
3_5_place_dp	0.3556	1509	0.3932
3_3_place_gp	0.3556	1519	0.3931
2_1_floorplan	-	2311	0.3440
## flip-flops by register name, summed over array words and instances, names as in the netlist
signal,flops
stage2reg,4
stage3reg,4
stage_counter,3
stage1reg,4
stage1_target,4
stage2_target,4
level_stage,6
result,2
stage3_target,4
## layout make-up
class | instances | area [sq um] | area share
Multi-Input combinational cell | 272 | 1710 | 0.5653
Sequential cell | 35 | 700.7 | 0.2316
Timing Repair Buffer | 34 | 337.8 | 0.1117
Tap cell | 105 | 131.4 | 0.04342
Clock buffer | 7 | 96.34 | 0.03184
Inverter | 11 | 41.29 | 0.01365
Clock inverter | 1 | 7.507 | 0.002481
## worst max-delay path, cell delays in order
cell and delay (ps):
clkdlybuf4s50_1 490, xor2_1 180, nor4_1 610, nand2_1 120, a21oi_1 260, nand4_4 160, mux2i_1 140
## routing by layer
layer	part of all wire	up-vias	GRT usage
met3	0.064	14	0.01975
met2	0.45	113	0.2755
met5	0	-	0
met1	0.47	1170	0.2735
li1	-	1303	-
met4	0.022	0	0.03077
## power groups by stage
stage | sequential, mW | combinational [mW] | clock (mW)
final | 0.312 | 0.0741 | 0.252
after CTS | 0.312 | 0.0739 | 0.260
after global routing | 0.313 | 0.0806 | 0.276
Power and IR drop assume default switching activity.
