<file path="flow/run.sh">
#!/bin/bash
# OpenROAD 26Q1-2900-gdf79404cd8, Yosys 0.63+post, stock flow scripts
make -C /OpenROAD-flow-scripts/flow DESIGN_CONFIG=/design/flow/config.mk WORK_HOME=/design/flow/orfs finish
</file>
<file path="flow/config.mk">
export PLATFORM = sky130hd
export DESIGN_NAME = LCDController
export DESIGN_NICKNAME = LCDController
export VERILOG_FILES = /design/flow/design.v
export SDC_FILE = /design/flow/constraint.sdc
export NUM_CORES = 4
export LEC_CHECK = 1
export CORE_UTILIZATION = 40
</file>
<file path="flow/constraint.sdc">
current_design LCDController

set clk_period 5.2
set clk_io_pct 0.2

create_clock -name clk0 -period $clk_period [get_ports {clk}]

set non_clock_inputs [all_inputs -no_clocks]
set_input_delay [expr $clk_period * $clk_io_pct] -clock clk0 $non_clock_inputs
set_output_delay [expr $clk_period * $clk_io_pct] -clock clk0 [all_outputs]
</file>
<file path="flow/design.v">
module LCDController(clk, reset, state, user, score, lcd_on, lcd_en, lcd_flag);
  input clk, reset;
  input [7:0] state, score;
  input [3:0] user;
  output lcd_on, lcd_en;
  output [9:0] lcd_flag;
  reg lcd_on, lcd_en;
  reg [9:0] lcd_flag;
  reg lcd_activate;
  reg [21:0] counter;
  reg [3:0] fsm, fsm_next;
  reg [5:0] char_cur;
  reg [7:0] data1 [0:15];
  reg [7:0] data2 [0:15];
  reg [7:0] data_user [0:5];
  reg [7:0] data_score [0:1];
  parameter C_1MS = 50000, C_2MS = 100000, C_20MS = 1000000, C_45MS = 2250000;
  parameter S_POWER = 1, S_FNCTNSET = 2, S_DISPCNTRL = 3, S_DISPOFF = 4, S_DISPCLR = 5, S_ENTRYMODE = 6, S_WRITEDATA = 7, S_PUSH = 8; 
  always @(posedge clk) begin
    if (reset == 0) begin
     counter <= 0; 
     fsm <= S_POWER;
     lcd_on <= 1;
     lcd_en <= 1;
     lcd_activate <= 1;
     char_cur <= 0;
    end
    else if (lcd_activate == 1) begin
      case (user)
	4'b1100: begin
	  data_user[0] <= "K";
	  data_user[1] <= "A";
	  data_user[2] <= "T";
	  data_user[3] <= " ";
	  data_user[4] <= " ";
	  data_user[5] <= " ";
	end
	4'b0011: begin
	  data_user[0] <= "S";
	  data_user[1] <= "E";
	  data_user[2] <= "R";
	  data_user[3] <= "G";
	  data_user[4] <= "I";
	  data_user[5] <= "O";
	end
	4'b1101: begin
	  data_user[0] <= "D";
	  data_user[1] <= "A";
	  data_user[2] <= "N";
	  data_user[3] <= "I";
	  data_user[4] <= "E";
	  data_user[5] <= "L";
	end
	4'b0100: begin
	  data_user[0] <= "R";
	  data_user[1] <= "A";
	  data_user[2] <= "F";
	  data_user[3] <= "A";
	  data_user[4] <= "E";
	  data_user[5] <= "L";
	end
	default: begin
	  data_user[0] <= "E";
	  data_user[1] <= "R";
	  data_user[2] <= "R";
	  data_user[3] <= "O";
	  data_user[4] <= "R";
	  data_user[5] <= "!";
	end
    endcase
      case (score)
	8'b0000: begin data_score[0] <= "0"; data_score[1] <= "0"; end
	8'b0001: begin data_score[0] <= "0"; data_score[1] <= "1"; end
	8'b0010: begin data_score[0] <= "0"; data_score[1] <= "2"; end
	8'b0011: begin data_score[0] <= "0"; data_score[1] <= "3"; end
	8'b0100: begin data_score[0] <= "0"; data_score[1] <= "4"; end
	8'b0101: begin data_score[0] <= "0"; data_score[1] <= "5"; end
	8'b0110: begin data_score[0] <= "0"; data_score[1] <= "6"; end
	8'b0111: begin data_score[0] <= "0"; data_score[1] <= "7"; end
	8'b1000: begin data_score[0] <= "0"; data_score[1] <= "8"; end
	8'b1001: begin data_score[0] <= "0"; data_score[1] <= "9"; end
	8'b1010: begin data_score[0] <= "1"; data_score[1] <= "0"; end
	default: begin data_score[0] <= "X"; data_score[1] <= "X"; end
      endcase
      case (state)
	8'h00: begin
	  data1[0]  <= " ";
	  data1[1]  <= " ";
	  data1[2]  <= " ";
	  data1[3]  <= "B";
	  data1[4]  <= "O";
	  data1[5]  <= "M";
	  data1[6]  <= "B";
	  data1[7]  <= " ";
	  data1[8]  <= "S";
	  data1[9]  <= "Q";
	  data1[10] <= "U";
	  data1[11] <= "A";
	  data1[12] <= "D";
	  data1[13] <= " ";
	  data1[14] <= " ";
	  data1[15] <= " ";
	  data2[0]  <= "E";
	  data2[1]  <= "N";
	  data2[2]  <= "T"; 
	  data2[3]  <= "E"; 
	  data2[4]  <= "R";
	  data2[5]  <= " "; 
	  data2[6]  <= "C"; 
	  data2[7]  <= "R"; 
	  data2[8]  <= "E"; 
	  data2[9]  <= "D";
	  data2[10] <= "E";
	  data2[11] <= "N";
	  data2[12] <= "T";
	  data2[13] <= "I";
	  data2[14] <= "A";
	  data2[15] <= "L";
	end
	8'h01: begin
	  data1[0]  <= " ";
	  data1[1]  <= "A";
	  data1[2]  <= "C";
	  data1[3]  <= "C";
	  data1[4]  <= "E";
	  data1[5]  <= "S";
	  data1[6]  <= "S";
	  data1[7]  <= " ";
	  data1[8]  <= "G";
	  data1[9]  <= "R";
	  data1[10] <= "A";
	  data1[11] <= "N";
	  data1[12] <= "T";
	  data1[13] <= "E";
	  data1[14] <= "D";
	  data1[15] <= " ";
	  data2[0]  <= " ";
	  data2[1]  <= " ";
	  data2[2]  <= " "; 
	  data2[3]  <= " "; 
	  data2[4]  <= "W";
	  data2[5]  <= "E"; 
	  data2[6]  <= "L"; 
	  data2[7]  <= "C"; 
	  data2[8]  <= "O"; 
	  data2[9]  <= "M";
	  data2[10] <= "E";
	  data2[11] <= "!";
	  data2[12] <= " ";
	  data2[13] <= " ";
	  data2[14] <= " ";
	  data2[15] <= " ";
	end
	8'h02: begin 
	  data1[0]  <= " ";
	  data1[1]  <= " ";
	  data1[2]  <= " ";
	  data1[3]  <= " ";
	  data1[4]  <= " ";
	  data1[5]  <= "A";
	  data1[6]  <= "C";
	  data1[7]  <= "C";
	  data1[8]  <= "E";
	  data1[9]  <= "S";
	  data1[10] <= "S";
	  data1[11] <= " ";
	  data1[12] <= " ";
	  data1[13] <= " ";
	  data1[14] <= " ";
	  data1[15] <= " ";
	  data2[0]  <= " ";
	  data2[1]  <= " ";
	  data2[2]  <= " "; 
	  data2[3]  <= " "; 
	  data2[4]  <= " ";
	  data2[5]  <= "D"; 
	  data2[6]  <= "E"; 
	  data2[7]  <= "N"; 
	  data2[8]  <= "I"; 
	  data2[9]  <= "E";
	  data2[10] <= "D";
	  data2[11] <= " ";
	  data2[12] <= " ";
	  data2[13] <= " ";
	  data2[14] <= " ";
	  data2[15] <= " ";
	end
	8'h10: begin 
	  data1[0]  <= "B";
	  data1[1]  <= "O";
	  data1[2]  <= "M";
	  data1[3]  <= "B";
	  data1[4]  <= " ";
	  data1[5]  <= "A";
	  data1[6]  <= "C";
	  data1[7]  <= "T";
	  data1[8]  <= "I";
	  data1[9]  <= "V";
	  data1[10] <= "A";
	  data1[11] <= "T";
	  data1[12] <= "E";
	  data1[13] <= "D";
	  data1[14] <= " ";
	  data1[15] <= " ";
	  data2[0]  <= "O";
	  data2[1]  <= "P";
	  data2[2]  <= "E"; 
	  data2[3]  <= "R"; 
	  data2[4]  <= "A";
	  data2[5]  <= "T"; 
	  data2[6]  <= "I"; 
	  data2[7]  <= "V"; 
	  data2[8]  <= "E";
	  data2[9]  <= ":";
	  data2[10] <= data_user[0];
	  data2[11] <= data_user[1];
	  data2[12] <= data_user[2];
	  data2[13] <= data_user[3];
	  data2[14] <= data_user[4];
	  data2[15] <= data_user[5];
	end
	8'h20: begin 
	  data1[0]  <= "B";
	  data1[1]  <= "O";
	  data1[2]  <= "M";
	  data1[3]  <= "B";
	  data1[4]  <= " ";
	  data1[5]  <= "D";
	  data1[6]  <= "E";
	  data1[7]  <= "A";
	  data1[8]  <= "C";
	  data1[9]  <= "T";
	  data1[10] <= "I";
	  data1[11] <= "V";
	  data1[12] <= "A";
	  data1[13] <= "T";
	  data1[14] <= "E";
	  data1[15] <= "D";
	  data2[0]  <= " ";
	  data2[1]  <= " ";
	  data2[2]  <= "S"; 
	  data2[3]  <= "U";
	  data2[4]  <= "C";
	  data2[5]  <= "C"; 
	  data2[6]  <= "E"; 
	  data2[7]  <= "S"; 
	  data2[8]  <= "S"; 
	  data2[9]  <= "F";
	  data2[10] <= "U";
	  data2[11] <= "L";
	  data2[12] <= "L";
	  data2[13] <= "Y";
	  data2[14] <= " ";
	  data2[15] <= " ";
	end
	8'h21: begin 
	  data1[0]  <= " ";
	  data1[1]  <= " ";
	  data1[2]  <= "G";
	  data1[3]  <= "A";
	  data1[4]  <= "M";
	  data1[5]  <= "E";
	  data1[6]  <= " ";
	  data1[7]  <= "S";
	  data1[8]  <= "U";
	  data1[9]  <= "C";
	  data1[10] <= "C";
	  data1[11] <= "E";
	  data1[12] <= "S";
	  data1[13] <= "S";
	  data1[14] <= " ";
	  data1[15] <= " ";
	  data2[0]  <= " ";
	  data2[1]  <= " ";
	  data2[2]  <= "S"; 
	  data2[3]  <= "E"; 
	  data2[4]  <= "Q";
	  data2[5]  <= "U"; 
	  data2[6]  <= "E"; 
	  data2[7]  <= "N"; 
	  data2[8]  <= "C"; 
	  data2[9]  <= "E";
	  data2[10] <= " ";
	  data2[11] <= "E";
	  data2[12] <= "N";
	  data2[13] <= "D";
	  data2[14] <= " ";
	  data2[15] <= " ";
	end
	8'h30: begin 
	  data1[0]  <= " ";
	  data1[1]  <= "B";
	  data1[2]  <= "O";
	  data1[3]  <= "M";
	  data1[4]  <= "B";
	  data1[5]  <= " ";
	  data1[6]  <= "D";
	  data1[7]  <= "E";
	  data1[8]  <= "T";
	  data1[9]  <= "O";
	  data1[10] <= "N";
	  data1[11] <= "A";
	  data1[12] <= "T";
	  data1[13] <= "E";
	  data1[14] <= "D";
	  data1[15] <= " ";
	  data2[0]  <= " ";
	  data2[1]  <= "Y";
	  data2[2]  <= "O"; 
	  data2[3]  <= "U"; 
	  data2[4]  <= "R";
	  data2[5]  <= " "; 
	  data2[6]  <= "S"; 
	  data2[7]  <= "C"; 
	  data2[8]  <= "O"; 
	  data2[9]  <= "R";
	  data2[10] <= "E";
	  data2[11] <= ":";
	  data2[12] <= " ";
	  data2[13] <= data_score[0];
	  data2[14] <= data_score[1];
	  data2[15] <= " ";
	end
	8'h31: begin 
	  data1[0]  <= " ";
	  data1[1]  <= " ";
	  data1[2]  <= " ";
	  data1[3]  <= "G";
	  data1[4]  <= "A";
	  data1[5]  <= "M";
	  data1[6]  <= "E";
	  data1[7]  <= " ";
	  data1[8]  <= " ";
	  data1[9]  <= "O";
	  data1[10] <= "V";
	  data1[11] <= "E";
	  data1[12] <= "R";
	  data1[13] <= " ";
	  data1[14] <= " ";
	  data1[15] <= " ";
	  data2[0]  <= " ";
	  data2[2]  <= "S"; 
	  data2[3]  <= "E"; 
	  data2[4]  <= "Q";
	  data2[5]  <= "U"; 
	  data2[6]  <= "E"; 
	  data2[7]  <= "N"; 
	  data2[8]  <= "C"; 
	  data2[9]  <= "E";
	  data2[10] <= " ";
	  data2[11] <= "E";
	  data2[12] <= "N";
	  data2[13] <= "D";
	  data2[14] <= " ";
	  data2[15] <= " ";
	end
	default: begin 
	  data1[0]  <= " ";
	  data1[1]  <= "U";
	  data1[2]  <= "N";
	  data1[3]  <= "K";
	  data1[4]  <= "N";
	  data1[5]  <= "O";
	  data1[6]  <= "W";
	  data1[7]  <= "N";
	  data1[8]  <= " ";
	  data1[9]  <= " ";
	  data1[10] <= "S";
	  data1[11] <= "T";
	  data1[12] <= "A";
	  data1[13] <= "T";
	  data1[14] <= "E";
	  data1[15] <= " ";
	  data2[0]  <= " ";
	  data2[1]  <= " ";
	  data2[2]  <= " "; 
	  data2[3]  <= " "; 
	  data2[4]  <= " ";
	  data2[5]  <= " "; 
	  data2[6]  <= " "; 
	  data2[7]  <= " "; 
	  data2[8]  <= " "; 
	  data2[9]  <= " ";
	  data2[10] <= " ";
	  data2[11] <= " ";
	  data2[12] <= " ";
	  data2[13] <= " ";
	  data2[14] <= " ";
	  data2[15] <= " ";
	end
      endcase
      case (fsm) 
        S_POWER: begin
          lcd_on <= 1;
          lcd_en <= 1;
	  lcd_flag <= 10'b00_0011_1000;  
	  fsm <= S_PUSH;
          fsm_next <= S_FNCTNSET;
	end
        S_FNCTNSET: begin
          lcd_en <= 1;
          lcd_flag <= 10'b00_0011_1000;  
	  fsm <= S_PUSH;
	  fsm_next <= S_DISPOFF;
        end
	S_DISPOFF: begin
          lcd_en <= 1;
          lcd_flag <= 10'b00_0000_1000;  
	  fsm <= S_PUSH;
	  fsm_next <= S_DISPCLR;
	end
	S_DISPCLR: begin
          lcd_en <= 1;
          lcd_flag <= 10'b00_0000_0001;  
	  fsm <= S_PUSH;
	  fsm_next <= S_DISPCNTRL;
	end
        S_DISPCNTRL: begin
          lcd_en <= 1;
          lcd_flag <= 10'b00_0000_1100;  
	  fsm <= S_PUSH;
	  fsm_next <= S_ENTRYMODE;
        end
        S_ENTRYMODE: begin
          lcd_en <= 1;
          lcd_flag <= 10'b00_0000_0110;  
	  fsm <= S_PUSH;
	  fsm_next <= S_WRITEDATA;
        end
        S_WRITEDATA: begin
          lcd_en <= 1;
	  fsm <= S_PUSH;
	  case (char_cur)
            0:  begin lcd_flag <= {2'b10, data1[0]}; end
            1:  begin lcd_flag <= {2'b10, data1[1]}; end
            2:  begin lcd_flag <= {2'b10, data1[2]}; end
            3:  begin lcd_flag <= {2'b10, data1[3]}; end
            4:  begin lcd_flag <= {2'b10, data1[4]}; end
            5:  begin lcd_flag <= {2'b10, data1[5]}; end
            6:  begin lcd_flag <= {2'b10, data1[6]}; end
            7:  begin lcd_flag <= {2'b10, data1[7]}; end
            8:  begin lcd_flag <= {2'b10, data1[8]}; end
            9:  begin lcd_flag <= {2'b10, data1[9]}; end
	    10: begin lcd_flag <= {2'b10, data1[10]}; end
            11: begin lcd_flag <= {2'b10, data1[11]}; end
            12: begin lcd_flag <= {2'b10, data1[12]}; end
            13: begin lcd_flag <= {2'b10, data1[13]}; end
            14: begin lcd_flag <= {2'b10, data1[14]}; end
            15: begin lcd_flag <= {2'b10, data1[15]}; end
	    16: begin lcd_flag <= 10'b00_1100_0000; end  
            17: begin lcd_flag <= 10'b00_1100_0000; end  
            18: begin lcd_flag <= {2'b10, data2[0]}; end
            19: begin lcd_flag <= {2'b10, data2[1]}; end
            20: begin lcd_flag <= {2'b10, data2[2]}; end
            21: begin lcd_flag <= {2'b10, data2[3]}; end
            22: begin lcd_flag <= {2'b10, data2[4]}; end
            23: begin lcd_flag <= {2'b10, data2[5]}; end
            24: begin lcd_flag <= {2'b10, data2[6]}; end
            25: begin lcd_flag <= {2'b10, data2[7]}; end
            26: begin lcd_flag <= {2'b10, data2[8]}; end
            27: begin lcd_flag <= {2'b10, data2[9]}; end
	    28: begin lcd_flag <= {2'b10, data2[10]}; end
            29: begin lcd_flag <= {2'b10, data2[11]}; end
            30: begin lcd_flag <= {2'b10, data2[12]}; end
            31: begin lcd_flag <= {2'b10, data2[13]}; end
            32: begin lcd_flag <= {2'b10, data2[14]}; end
            33: begin lcd_flag <= {2'b10, data2[15]}; end
            34: begin lcd_flag <= 10'b00_1000_0000; end  
	    35: begin lcd_flag <= 10'b00_1000_0000; end  
            default: begin lcd_flag <= {2'b10, "*"}; end  
          endcase
	  if (char_cur == 35) begin
	    fsm_next <= S_WRITEDATA;
	    char_cur <= 0;
	  end
	  else begin
	    fsm_next <= S_WRITEDATA;
	    char_cur <= char_cur + 1;
	  end
        end
	S_PUSH: begin
	  if (counter == C_2MS) begin
	    lcd_en <= 1;
	    counter <= 0;
	    fsm <= fsm_next;
	  end
	  else if (counter == 1) begin
	    lcd_en <= 0;
	    counter <= counter + 1;
	  end
          else begin
 	    counter <= counter + 1;
	  end
	end
        default: begin end
      endcase
    end
    else lcd_activate <= 0;
  end
endmodule
</file>
==> Slide: Implementation Results <==
Key Metrics from the Run

Critical path
  • CP startpoint kind: input pin
  • Slowest cell on crit path: clkdlybuf4s50_1
  • Arr. time, crit path: 3.81 ns
  • Worst path required time: 5.46 ns
  • Critical path fanouts, max: 20
  • Critical path buffers and inverters: 2
  • CP cell instances: clkdlybuf4s50_1 -> nor3_1 -> and2_1 -> nand3_1 -> inv_1 -> nor3_1 -> nand2_1
  • Max incr delay on CP: 0.94 ns
  • Largest delay share family, worst path: simple AND/OR/NAND/NOR gates
  • CP endpoint kind: register
  • Crit path top cell by count: nor3_1
  • Kind of critical path: input pin to register

STA
  • Relative slew slack: 27.5%
  • Clock Skew: 0.00824 ns
  • Worst-Margin Slew: 1.06 ns
  • Max-slew violation count: 0
  • RSZ-0062 raised after global routing: no
  • FMAX: 281 MHz
  • Hold Violations, Final: 0
  • Tmin final: 3.55 ns
  • Worst Hold Slack: 0.473 ns
  • Endpoints failing setup: 0
  • Setup TNS Final: 0 ns
  • Tcrit/Tclk final: 68.3%

Die
  • Chip width: 174 um
  • I/O pins: 34
  • Rows: 62
  • Initial Util: 40.9%
  • Core area: 0.0289 mm2
  • Die height: 174 um
  • Die Area: 0.0303 mm2

Route
  • DRC violations left: 0
  • Post-DR wirelength/cell: 23.5 um
  • Drt first pass iters: 8
  • Routed wire length: 34,600 um
  • Final ANT Viol Nets: 0
  • # diodes: 0
  • DR vias/cell: 5.61
  • Via Count: 8,279
  • 1st-iter DRT viols: 829

Clock tree
  • Root Driver: clkbuf_16
  • Clock Sinks: 259
  • Cts repair resizes: 0
  • Total CTS buffers: 29
  • Clock Tree Buf Depth: 3
  • # Post-CTS Setup Buffers: 0
  • Hold_buf cts: 0
  • CTS clock-pin slew for the worst setup and hold paths: 0.06 ns
  • Late-Pin Clk Latency: 0.56 ns
  • CTS tree: yes
  • Htree depth: 1

Synth
  • Syn avg cell area: 11.3 um2
  • Synthesized registers: 259
  • Post-synth ARST share: 0%
  • Most frequent cell after synthesis: edfxtp_1
  • Synthesis area per yosys: 0.0118 mm2
  • Synth top cells by count: edfxtp_1, nor2_1, nand2_1
  • Syn Inst Count: 1,044
  • Biggest area cells: edfxtp_1, dfxtp_1, nor2_1
  • Main flop type: edfxtp_1
  • Synth cell types: 70
  • Synth area leader: edfxtp_1
  • Seq share, synth: 62.9%
  • Number of enable flip-flop cells: 226
  • Post-Syn Area: 0.0118 mm2
  • Ys cells: 1,044
  • Yosys warnings: 5
  • Max-area cell share: 57.3%

Finish
  • Area Overhead vs Synth: 13.6%
  • Share of layout cells above drive strength 1: 8.25%
  • Comb gate area: 0.00385 mm2
  • FF+latch area: 0.00745 mm2
  • Post-route cell area: 0.0135 mm2
  • Fillcell total: 2,596
  • Final cell count without fillers: 1,475

Status
  • Status: finished, final reports clean

Global routing
  • GR Overflow Total: 0
  • Vias in the first global route: 8,133
  • Largest net degree at the start of global routing: 66
  • Met2 Usage GRT: 35.3%
  • Total track usage: 25.0%
  • Antenna violations before repair: 0
  • First-pass GRT wire length: 52,100 um
  • Global-route met1 utilization: 36.2%
  • Busiest grt layer: met1
  • Global-route track usage on met3: 12.3%

Power and ir drop
  • P_leak: 0.00507 uW
  • Peak VDD IR: 265 uV
  • PwrDens: 336 mW/mm2

Placed design
  • Placed cells: 1,423
  • Area post-placement: 0.0126 mm2
  • Final GP Congestion: 1.03
  • Final HPWL DP: 24,800 um
  • Port Buf Inserts: 31

Job
  • Max-cap violations: 0
  • Count of tool warnings: 30

Hold path
  • Worst hold-check path type: register to register
==> layout make-up <==
class / instances / area share [%]
Multi-Input combinational cell: 645 / 28.6
Tap cell: 384 / 3.57
Clock buffer: 34 / 5.53
Clock inverter: 18 / 1.20
Inverter: 84 / 2.34
Timing Repair Buffer: 51 / 3.45
Sequential cell: 259 / 55.3
==> cells by family after synthesis <==
family	synth area share, %
compound gates	10.5
xor+xnor	2.51
fa+ha+maj	0.739
buf+inv	4.74
flops	62.9
mux	1.27
other cells	0.0634
simple gates	17.4
==> sequential cells by signal (all words and copies together), names as in the netlist <==
register and flops:
fsm_next 3, data1 89, data2 96, fsm 4, data_user 22, char_cur 6, lcd_flag 9, data_score 7
counter 22, lcd_en 1
==> worst min-delay path, stage by stage, from the launching register on <==
cell and delay (ns):
edfxtp_1 0.33, nand2_1 0.05, nand3_1 0.07
==> report_power, final <==
part	switching (uW)	internal, uW
combinational	102	49.6
clock	829	1120
sequential	56.9	2360
total	987	3530
==> final timing paths <==
kind | startpoint | depth (start not counted) | endpoint | slack, ns
setup reg to reg | char_cur[1] | 8 | lcd_flag[0] | 1.77
hold reg to reg | fsm_next[0] | 2 | fsm[0] | 0.47
setup / recovery | state[1] | 7 | data2[11][6] | 1.65
hold / removal | fsm_next[0] | 2 | fsm[0] | 0.47
==> routing by layer <==
| metal | up-vias | routed length [um] |
|---|---|---|
| li1 | 3837 | - |
| met1 | 3948 | 13700 |
| met2 | 412 | 15100 |
| met3 | 82 | 4400 |
| met4 | 0 | 1450 |
| met5 | - | 0 |
==> cell usage in the layout, fill, tap and decap left out, types with 5 or more instances in the layout <==
cell,netlist,routed
clkdlybuf4s50_1,0,30
and2_1,19,19
or3_1,5,5
nand4_1,19,19
nand3b_1,7,7
o21ai_0,32,32
clkbuf_1,34,5
ha_1,7,7
nand3_1,28,28
edfxtp_1,226,226
buf_4,3,20
clkbuf_16,0,29
clkinv_1,0,6
a2111oi_0,6,6
or2_2,5,5
xnor2_1,20,20
a22oi_1,41,41
nor3_1,15,15
dfxtp_1,33,33
nand2b_1,9,9
nor2_1,119,119
nor2b_1,14,14
xor2_1,14,14
a22o_1,9,9
a32oi_1,22,22
nor4_1,8,8
inv_1,81,81
mux2i_1,15,15
a21oi_1,23,23
and3_1,16,16
nand2_1,117,117
==> stage by stage <==
| step | setup slack, ns | total power, uW | util, % |
|---|---|---|---|
| after floorplan | 2.51 | 2500 | - |
| after global placement | 1.27 | 2610 | 43.4 |
| after detailed placement | 1.16 | 2610 | 43.4 |
| after CTS | 1.74 | 4550 | 46.5 |
| after global routing | 1.39 | 4660 | 46.5 |
| final | 1.65 | 4520 | 46.5 |
Power is estimated from default activity; no workload was simulated.
